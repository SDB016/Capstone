**./design.v**
```verilog
module seven_seg(
	input i_clk,
	input i_rst,
	input [3:0] i_data,
	output reg [6:0] o_data
);
always @(posedge i_clk or negedge i_rst)
	begin
		if(!i_rst)
			o_data = 7'b0000000;
		else
			begin
				case(i_data)
					0 :
						begin
							o_data <= 7'b1000000;
						end
					1 :
						begin
							o_data <= 7'b1111001;
						end
					2 :
						begin
							o_data <= 7'b0100100;
						end
					3  :
						begin
							o_data <= 7'b0110000;
						end
					4	:
						begin
							o_data <= 7'b0011001;
						end
					5	:
						begin
							o_data <= 7'b0010010;
						end
					6	:
						begin
							o_data <= 7'b0000010;
						end
					7	:
						begin
							o_data <= 7'b1011000;
						end
					8	:
						begin
							o_data <= 7'b000_0000;
						end
					9	:
						begin
							o_data <= 7'b001_1000;
						end
					4'ha	:
						begin
							o_data <= 7'b000_1000;
						end
					4'hb	:
						begin
							o_data <= 7'b000_0011;
						end
					4'hc	:
						begin
							o_data <= 7'b100_0110;
						end
					4'hd	:
						begin
							o_data <= 7'b010_0001;
						end
					4'he	:
						begin
							o_data <= 7'b000_0110;
						end
					4'hf	:
						begin
							o_data <= 7'b000_1110;
						end
				default:
						begin
							o_data <= o_data;
						end
			endcase
		end
	end
endmodule
```
**./run.sh**
```bash
#!/bin/bash
# OpenROAD 26Q1-2900-gdf79404cd8, Yosys 0.63+post, stock flow scripts
make -C /OpenROAD-flow-scripts/flow DESIGN_CONFIG=/design/flow/config.mk WORK_HOME=/design/flow/orfs finish
```
**./config.mk**
```make
export PLATFORM = sky130hd
export DESIGN_NAME = seven_seg
export DESIGN_NICKNAME = seven_seg
export VERILOG_FILES = /design/flow/design.v
export SDC_FILE = /design/flow/constraint.sdc
export NUM_CORES = 4
export LEC_CHECK = 1
export CORE_AREA = 10 10 70 70
export DIE_AREA = 0 0 80 80
```
**./constraint.sdc**
```tcl
current_design seven_seg

set clk_period 1.0
set clk_io_pct 0.2

create_clock -name clk0 -period $clk_period [get_ports {i_clk}]

set non_clock_inputs [all_inputs -no_clocks]
set_input_delay [expr $clk_period * $clk_io_pct] -clock clk0 $non_clock_inputs
set_output_delay [expr $clk_period * $clk_io_pct] -clock clk0 [all_outputs]
```
==> notes.md <==
run metrics: DR vias/cell=just over 3, Reg power frac=0.424, Synth flops=7, diodes inserted=0, HP Class=primary input to async pin, DRC violations left=0, core region area=between 3000 and 4000 um2, area grow syn2layout=64.01%, top cells by count=dfrtp_1, ha_1, o21ai_0, EDFF count, synth=0, GPL Wtd Cong=approximately 0.75, worst path cell trace=clkdlybuf4s15_1, die extent in x=~80 um, dominant cell by count in the synthesized netlist=dfrtp_1, grt ovf=0, yosys stat chip area=between 400 and 500 um2, 1st-iter DRT viols=1, drt first pass iters=3, Worst Tran Pin Value=0.2891 ns, Port Buf Inserts=12, starting density of the core=0.1242, clk slew on worst S/H paths=around 0.050 ns, Clock power frac=0.328, All-Layer GR Usage=0.02977, internal power=about 0.00057 W, RSZ-0062 raised after global routing=false, Max-area cell share=0.4130, crit-path max cell delay=0.35 ns, initial antenna violation count=0, Gate power share=0.248, DIE HEIGHT=about 80 um, vias in the first global route=between 300 and 400, Max Cap Viol=0, first-pass GRT wire length=about 1.6 mm, number of primary I/O pins=13, Leakage=0.3280 nW, Net Sw Frac=0.2336, NetSw=0.0001723 W, Cell Rows=21, CTS Sinks=7, Largest Register=o_data, Post-DRT Antenna Nets=0, H-tree depth=1, most used flip-flop cell=dfrtp_1, Top Family by Delay on Critical Path=flip-flops, relative slew slack=0.8067, Worst setup EP type=output pin, yosys cell count=40, required time of the critical path=about 0.80 ns, largest net degree at the start of global routing=11, Die Footprint=between 6000 and 7000 um2, Max Slew Vio Count=0, Fin. Hold Viols=0, final setup fails=0, PD cells=~1100 nW/um2, Tool Warnings=30, Clock Tree Root=clkbuf_4, layout cell share with drive strength beyond 1=0.4844, Worst Path Buf+Inv=1, Worst IR Drop VDD=approximately 190 uV, post-synthesis cell count=about 40, Routed WL=about 900 um, CTS tree=yes, leading area contributor after synthesis=dfrtp_1, Synth Cell Area=424.2 um2, Critical Path Source Type=flop, vias=343, slowest CP cell=dfrtp_1, status=completed, CP arrival=0.76 ns, Detail Placement HPWL=around 760 um, YS warnings=1, clock buffer depth=2, Crit Path Class=flop to output pin, max FFs per register=7, Seq share, synth=0.4130, CTS Buf Count=3, Tcrit/Tclk final=0.9617, Placed Cells=105, Synth cell types=18, Top cells by area=dfrtp_1, ha_1, mux2i_1, o21ai_0, mux2_2, async set or reset register ratio after synthesis=1.000, crit path time final=0.9617 ns, average cell area after synthesis=about 11 um2, Largest regs=o_data x7, Fin Setup TNS=0 ns, final non-filler cell total=between 100 and 150, Max Fanout on Critical Path=1, WL per Instance=about 8.2 um, Max Freq=about 1.0 GHz
==> through the flow <==
step                      power [W]  utilization  hold WS (ns)  setup WS, ns  instance area, um2
final                     0.0007377       0.2037        0.2001       0.03826               695.7
after global routing      0.0007956       0.2037        0.2043      0.003876               695.7
after CTS                 0.0007573       0.2121        0.2005       0.01212               724.4
after detailed placement  0.0005186       0.2007        0.4643       -0.5943               685.7
after global placement    0.0005159       0.2007        0.4600       -0.5852               685.7
after floorplan           0.0003977            -      -0.09559      -0.01156               452.9
==> repair_timing <==
item	in CTS	in global routing
gates cloned	0	0
gates resized	27	11
hold buffers	0	0
pin swaps	1	0
endpoints found under the setup margin	14	9
buffers inserted	1	0
==> final timing paths <==
path	startpoint	end	slack (ns)	cells after the start
worst min-delay path	i_rst	o_data[6]	0.20	1
max in group asynchronous	i_rst	o_data[2]	0.58	1
worst max-delay path	o_data[5]	o_data[5]	0.04	1
min in group clk0	i_data[3]	o_data[4]	0.37	2
==> power by group through the flow <==
stage     registers [W]  logic [W]  clock network [W]
4_1_cts        0.000313   0.000193           0.000251
5_1_grt        0.000316   0.000208           0.000272
6_report       0.000313   0.000183           0.000242
==> cell families (layout without fill, tap and decap cells) <==
group / after synthesis / count (layout) / synth area share
and+or+nand+nor: 9 / 9 / 0.1298
AOI/OAI and AO/OA: 9 / 9 / 0.1209
adders and majority gates: 5 / 5 / 0.1475
DFF: 7 / 7 / 0.4130
buffers and inverters: 5 / 29 / 0.06488
muxes: 5 / 5 / 0.1239
==> final cells by class <==
type	count	area, um2
Fill cell	393	2720
Sequential cell	7	175.2
Timing Repair Buffer	23	172.7
Tap cell	46	57.56
Multi-Input combinational cell	28	254.0
Clock buffer	4	26.28
Inverter	2	10.01
==> routing by layer <==
layer  vias up  track usage  part of all wire
met1       140      0.03973              0.52
met2        15      0.03933              0.31
met5         -            0                 0
li1        185            -                 -
met4         0     0.007042             0.026
met3         3      0.01818              0.14
==> cell usage in the layout (no fill, tap or decap), drive strengths merged <==
| cell | Yosys | routed |
|---|---|---|
| nand3 | 2 | 2 |
| a21oi | 2 | 2 |
| o21ai | 5 | 5 |
| ha | 5 | 5 |
| a22o | 1 | 1 |
| dfrtp | 7 | 7 |
| mux2 | 2 | 2 |
| clkdlybuf4s15 | 0 | 3 |
| clkdlybuf4s50 | 0 | 1 |
| nand3b | 1 | 1 |
| nor2b | 1 | 1 |
| nand2 | 2 | 2 |
| inv | 2 | 2 |
| dlygate4sd2 | 0 | 1 |
| nor2 | 2 | 2 |
| clkbuf | 1 | 10 |
| o31ai | 1 | 1 |
| mux2i | 3 | 3 |
| or3b | 1 | 1 |
| buf | 2 | 12 |
Power figures rest on the tool's default switching activity, not on a simulated workload.
