===== flow/config.mk =====
export PLATFORM = sky130hd
export DESIGN_NAME = clock_gen
export DESIGN_NICKNAME = clock_gen
export VERILOG_FILES = /design/flow/design.v
export SDC_FILE = /design/flow/constraint.sdc
export NUM_CORES = 4
export LEC_CHECK = 1
export CORE_UTILIZATION = 30

===== flow/constraint.sdc =====
current_design clock_gen

set clk_period 6.5
set clk_io_pct 0.2

create_clock -name clk0 -period $clk_period [get_ports {i_clk}]

set non_clock_inputs [all_inputs -no_clocks]
set_input_delay [expr $clk_period * $clk_io_pct] -clock clk0 $non_clock_inputs
set_output_delay [expr $clk_period * $clk_io_pct] -clock clk0 [all_outputs]

===== flow/design.v =====
module clock_gen(
	input i_clk,
	output reg o_clk
);
reg [32:0] clk_counter;
always @ (posedge i_clk)
	begin
		if(clk_counter == 2500000)
			begin
				o_clk <= !o_clk;
				clk_counter <= 0;
			end
		else
			clk_counter <= clk_counter + 1;
	end
endmodule

===== flow/run.sh =====
#!/bin/bash
# OpenROAD 26Q1-2900-gdf79404cd8, Yosys 0.63+post, stock flow scripts
make -C /OpenROAD-flow-scripts/flow DESIGN_CONFIG=/design/flow/config.mk WORK_HOME=/design/flow/orfs finish

==> run summary <==
Setup Buffers After CTS: 0
Tmin final: 2.40 ns
Antenna diode count: 0
Outcome: finished, final reports clean
WHS Path Cells: 1
Switching Fraction: 0.206
Routed via count: 1097
Crit path max-delay family: buffers and inverters
Reg clk slew, reported paths: 0.07 ns
Mapped Area: 1610 µm²
Arr. time, crit path: 1.10 ns
CP Buf/Inv Count: 1
Worst R2R Path Depth: 5
Htree depth: 2
Synth warn: 1
Total track usage: 0.113
Fillers: 555
Worst Hold Class: reg -> reg
Longest Clk Path Bufs: 2
CP max stage delay: 0.46 ns
Global-route wire length before repair: 4800 µm
Hold buffers post-CTS: 0
Clock root buffer master: clkbuf_8
Leakage: 0.672 nW
RSZ-0062 raised after global routing: no
Core ar.: 5140 µm²
Hold Crit Start: clk_counter[32]
Yosys synthesis chip area: 1610 µm²
Worst setup margin: 4.10 ns
Vias in the first global route: 1013
Final setup vio count: 0
Worst skew pair latency: 0.28 ns
Sequential cell fraction of total power: 0.586
Worst-margin pin slew: 0.402 ns
Routed wire length: 2730 µm
DRC Markers: 0
IR drop worst, VDD: 0.115 mV
P_sw: 0.0734 mW
DRT antenna net count: 0
Final hold violation count: 0
Port buffer count: 1
Die Ht: 75.2 µm
Post-CTS Resized: 0
Hpwl dp: 1910 µm
Top area cell types: dfxtp_1 (41%), xor2_1 (8.7%), xnor2_1 (6.0%)
Post-layout period usage of the worst path: 0.369
DRT Pass-1 Iters: 3
Slowest CP cell: clkdlybuf4s50_1
Logic pwr share: 0
Die X: 75.2 µm
Place WS: 4.41 ns
Ys async rst share: 0
Fp util: 0.312
Wire length per cell: 11.7 µm
GR Overflow Total: 0
Chip area: 5650 µm²
Power Dens Cells: 207 nW/µm²
Area Growth Syn to Fin: 7.40%
Reg2Reg Capture Point: clk_counter[32]
Cell taking the most area after synthesis: dfxtp_1
Vias per inst: 4.69
Hold EP: clk_counter[32]
Pin count of the biggest net entering global routing: 12
Cts bufs inserted: 5
Average size of a mapped cell: 9.91 µm²
CTS tree: built
Largest type area fraction: 0.412
Clock Skews: 0.00979 ns
Flip-flops with a built-in enable: 1
Number of standard cells reported by yosys: 162
Top Ports: 2
Part of the power in the clock network: 0.414
Final Wtd Congestion: 0.758
Rel. slew slack: 0.729
Flop and latch count out of synthesis: 34
Seq share, synth: 0.430
Synth Flop Type: dfxtp_1
Commonest Layout Cell: dfxtp_1
Yosys cell types: 36
Min Hold Slack: 0.467 ns
Critical Path Start Type: flop
Antenna violations before repair: 0
Site Rows: 26
Sink Count: 34
Gate count after technology mapping: 162
Critical Path RT: 5.20 ns
Layout cells sized above 1: 0.122
Crit Path Max Fanout: 2
Tool warnings: 26
Setup TNS: 0 ns
Worst R2R Start: clk_counter[0]
Fmax: 417 MHz
Most frequently placed logic cells in the final layout: dfxtp_1 (33), xor2_1 (16), nand3_1 (12)
Number of DRC markers in iteration 0: 39
Internal: 0.283 mW
Setup Crit Path Kind: reg -> out
Critical path, cell by cell: clkdlybuf4s50_1
Max-cap violations: 0
Endpoint type of the worst setup path: primary output
Max Slew Vio Count: 0
R2r setup slk: 4.78 ns
==> power groups by stage <==
| stage | combinational, mW | clock [mW] | sequential [mW] |
|---|---|---|---|
| CTS | 0.000000350 | 0.152 | 0.209 |
| global route | 0.000000350 | 0.162 | 0.209 |
| finish | 0.000000350 | 0.148 | 0.209 |
==> synthesized netlist by cell type, types with 2 or more instances <==
cell and n:
a21oi_1 3, and2_1 2, and2_2 3, and3_1 2, and4_1 6, buf_2 2, buf_6 2, clkbuf_4 2
dfxtp_1 33, ha_1 2, inv_1 3, nand2_1 11, nand3_1 12, nand4_1 10, nand4_4 2, nor2_1 7
nor3_1 7, nor3_2 3, nor4_1 4, nor4b_1 2, o21ai_0 3, or3_1 2, xnor2_1 11, xor2_1 16
==> how the worst max path moves through the flow <==
stage	start	endpoint	slack, ns	cells after the start
CTS	o_clk	o_clk	4.08	1
global route	o_clk	o_clk	4.05	1
finish	o_clk	o_clk	4.10	1
==> area by class of cell <==
type	instances	area, µm²	share of cell area
multi-input cells	117	835	0.484
clock inverters	2	10.0	0.00581
repair buffers	2	17.5	0.0102
flip-flops and latches	34	691	0.401
inverters	3	11.3	0.00653
well taps	70	87.6	0.0508
clock buffers	6	72.6	0.0421
==> sequential cells by signal, summed over array words and instances (netlist names) <==
signal,count
o_clk,1
clk_counter,33
==> metrics by stage <==
stage / area (µm²) / utilization / power [mW] / instances
detailed placement: 1640 / 0.319 / 0.214 / 226
global route: 1720 / 0.335 / 0.371 / 234
global placement: 1640 / 0.319 / 0.214 / 226
floorplan: 1610 / - / 0.214 / 162
finish: 1720 / 0.335 / 0.357 / 234
CTS: 1720 / 0.335 / 0.362 / 234
==> logic make-up after synthesis <==
kind of cell               Yosys count  share of synthesized area
xor gates and xnor gates            27                      0.147
muxes                                1                    0.00624
and+or+nand+nor                     80                      0.327
AOI/OAI and AO/OA                    7                     0.0234
buffers and inverters               11                     0.0499
adders and majority gates            2                     0.0156
DFF                                 34                      0.430
==> per-layer routing <==
metal | global-route usage | share of wire
met5 | 0 | 0
met2 | 0.150 | 0.39
met1 | 0.194 | 0.57
met3 | 0.0244 | 0.029
met4 | 0.0165 | 0.012
Power is estimated from default activity; no workload was simulated.
